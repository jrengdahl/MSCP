## flow/design.v

```verilog
module fmc (
    input wire clock,
    input wire [15:0] DA_IN,    
    output reg [15:0] DA_OUT,   
    output reg [15:0] DA_OE,    
    input wire [6:0] A,         
    input wire NL,              
    input wire NOE,             
    input wire NWE,             
    input wire NE1,             
    input wire NBL0,            
    input wire NBL1,            
    output wire LED,
    output wire PLL_RSTN,
    output reg dummy
    );
    reg [15:0] register[3:0];     
    reg [23:0] address;           
    assign LED = register[0][0];
    assign PLL_RSTN = 1;
    always @(*)
        begin
        if (!NL)
            begin
            address = {A, DA_IN, ~NBL1};
            end
        if (!NE1 && !NWE)
            begin
            if (!NBL0) register[address[2:1]][7:0] = DA_IN[7:0];    
            if (!NBL1) register[address[2:1]][15:8] = DA_IN[15:8];  
            end
        if (!NE1 && !NOE)
            begin
            DA_OE = 16'hFFFF;
            DA_OUT = register[address[2:1]];  
            end
        else
            begin
            DA_OE = 16'h0000;
            end
        end
        always @(posedge clock)
            dummy = !dummy;
endmodule
```

## flow/run.sh

```bash
#!/bin/bash
# OpenROAD 26Q1-2900-gdf79404cd8, Yosys 0.63+post, stock flow scripts
make -C /OpenROAD-flow-scripts/flow DESIGN_CONFIG=/design/flow/config.mk WORK_HOME=/design/flow/orfs finish
```

## flow/config.mk

```make
export PLATFORM = sky130hd
export DESIGN_NAME = fmc
export DESIGN_NICKNAME = fmc
export VERILOG_FILES = /design/flow/design.v
export SDC_FILE = /design/flow/constraint.sdc
export NUM_CORES = 4
export LEC_CHECK = 1
export CORE_AREA = 10 10 70 70
export DIE_AREA = 0 0 80 80
```

## flow/constraint.sdc

```tcl
current_design fmc

set clk_period 1.0
set clk_io_pct 0.2

create_clock -name clk0 -period $clk_period [get_ports {clock}]

set non_clock_inputs [all_inputs -no_clocks]
set_input_delay [expr $clk_period * $clk_io_pct] -clock clk0 $non_clock_inputs
set_output_delay [expr $clk_period * $clk_io_pct] -clock clk0 [all_outputs]
```

==> flow_metrics.tcl <==
# flow metrics
set metrics [dict create \
    status "finished clean" \
    drt_wl_total_mm 1.70 \
    whs_ns 0.370 \
    yosys_area_um2 479 \
    number_of_cells_on_the_worst_reg_to_reg_path 1 \
    cts_hold_repair.buffers 0 \
    grt_max_degree 14 \
    die_h_um 80 \
    detail_route.antenna_diodes 0 \
    final.period_utilization_pct 94.6 \
    fp_util_pct 14.0 \
    synth_cell_types 9 \
    timing.final.setup_violations 0 \
    vias 407 \
    wl_per_cell_um 12.5 \
    place.gp.congestion 0.742 \
    path_clk_slew_ns 0 \
    critPathRequiredTime_ns 0.80 \
    rows 21 \
    drt_pre_antenna_iters 1 \
    yosys_warnings 4 \
    vias_per_cell 2.99 \
    design.portCount 65 \
    cellPowerDensity_mw_per_mm2 305 \
    cap_viol_max_count 0 \
    post-route-min-period_ns 0.946 \
    total_power_uw 320 \
    detailed_place_hpwl_mm 1.43 \
    post-route-worst-setup-slack_ns 0.0544 \
    routed_antenna_nets 0 \
    max_clock_freq_mhz 1060 \
    fraction_of_layout_instances_using_a_drive_strength_above_1_pct 32.2 \
    grt_first_pass_wirelength_mm 2.38 \
    whs_path_depth 1 \
    final_hold_viol_count 0 \
    peakVddDrop_mv 0.292 \
    number_of_instances_in_the_synthesized_netlist 43 \
    critPathLaunchType "input pin" \
    unclocked_pins 19 \
    setup_tns_ns 0 \
    detailedPlace.worstSlack_ns -0.651 \
    globalRoute.totalOverflow 0 \
    path_length_in_cells_of_the_critical_path 5 \
    total_count_of_max_transition_violations_in_the_final_report 0 \
    hold_class "register to register" \
    critPathTopFamily "buffers and inverters" \
    grtUsageTotal_pct 4.56 \
    unconstrained_endpoints 36 \
    power_leakage_nw 0.499 \
    tool_warnings 37 \
    slowest_stage "nor2_4" \
    lay_top_cells "36 x clkdlybuf4s50_1, 16 x dlxtp_1, 12 x buf_6" \
    timing.critical_path.slowest_cell_delay_ns 0.12 \
    buffer_ports.inserted 55 \
    detail_route.drc_violations 0 \
    finClkSkew_ns 0 \
    first_global_vias 423 \
    post_synth_instance_area_um2 479 \
    chip_area_mm2 0.00640 \
    synth_flop_count 20 \
    worstSetupPathType "input pin to output port" \
    antenna_found_initial 0 \
    worst_skew_pair.late_latency_ns 0 \
    floorplan.core_area_mm2 0.00342 \
    crit_buf_inv 4 \
    cp_common_cell "buf_6" \
    grt_setup_unrepaired "no" \
    cp_cell_sequence "buf_6 -> nor2_4 -> buf_6 -> buf_16 -> buf_2" \
    max_fanout_on_critical_path 8 \
    final_layout_top_logic_cell "clkdlybuf4s50_1" \
    synth-cells-yosys 43 \
    area.growth.synth_to_final_pct 119 \
    drt_first_iter_violations 0 \
    die_w_um 80 \
    critical_path_arrival_ns 0.75 \
    endpoint_kind "output port" \
    synth.avg_cell_area_um2 11.1 \
]
[sequential cells by signal (all words and copies together) (netlist names)]
name      cells
DA_OUT       16
dummy         1
register      1
address       2
[synth_stat cells]
library cell | instances | area share (%)
or3_1 | 2 | 2.6
conb_1 | 1 | 0.78
nor2_1 | 1 | 0.78
inv_1 | 1 | 0.78
dlxtp_1 | 16 | 50
dfxtp_1 | 1 | 4.2
buf_4 | 16 | 25
dlxtn_1 | 3 | 9.4
mux2_4 | 2 | 6.3
[where the power goes]
group          internal (mW)  leakage (nW)  switching, mW
Clock                      0             0              0
Sequential            0.0874         0.159        0.00308
Combinational          0.173         0.340         0.0559
[cells by family (layout without fill, tap and decap cells)]
family | after synthesis | count (layout) | synth area share, %
flip-flops | 1 | 1 | 4.18
buffers and inverters | 17 | 64 | 25.8
AND/OR/NAND/NOR | 3 | 3 | 3.39
latches | 19 | 19 | 59.5
multiplexers | 2 | 2 | 6.27
other | 1 | 1 | 0.783
[final cells by class]
type                    count  area, µm²
well taps                  46       57.6
fillers                   353       2370
flip-flops and latches     20        305
repair buffers             63        623
multi-input cells           6       57.6
inverters                   1       3.75
[layer usage]
metal / routed length (µm) / track usage, % / share of wire, %
met4: 0 / 0 / 0
met2: 922 / 8.75 / 54
met3: 134 / 0.682 / 7.9
met1: 648 / 5.48 / 38
met5: 0 / 0 / 0
[per-stage QoR]
step,cells,cell area [µm²],util [%]
6_report,136,1050,30.7
5_1_grt,136,1050,30.7
4_1_cts,139,1100,32.2
3_5_place_dp,130,1000,29.3
3_3_place_gp,130,1000,29.3
2_1_floorplan,43,487,-
[timing repair]
item                                   4_1_cts  5_1_grt
cloned                                       2        0
setup endpoints to repair                   16       16
pin swaps                                    1        1
buffers inserted                             8        0
endpoints found under the hold margin        0        0
resized                                     74        1
[worst paths after layout]
kind	startpoint	end	slack (ns)
hold reg to reg	dummy	dummy	0.37
setup reg to reg	dummy	dummy	0.54
hold / removal	dummy	dummy	0.37
setup / recovery	NE1	DA_OE[15]	0.05
No activity file was given, so power comes from the tool's default toggle rates.
